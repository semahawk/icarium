==> run.sh <==
#!/bin/bash
# OpenROAD 26Q1-2900-gdf79404cd8, Yosys 0.63+post, stock flow scripts
make -C /OpenROAD-flow-scripts/flow DESIGN_CONFIG=/design/flow/config.mk WORK_HOME=/design/flow/orfs finish
==> config.mk <==
export PLATFORM = sky130hd
export DESIGN_NAME = ram
export DESIGN_NICKNAME = ram
export VERILOG_FILES = /design/flow/design.v
export SDC_FILE = /design/flow/constraint.sdc
export NUM_CORES = 4
export LEC_CHECK = 1
export CORE_UTILIZATION = 50
export SYNTH_MEMORY_MAX_BITS = 65536
==> constraint.sdc <==
current_design ram

set clk_period 112.1
set clk_io_pct 0.2

create_clock -name clk0 -period $clk_period [get_ports {clk_i}]

set non_clock_inputs [all_inputs -no_clocks]
set_input_delay [expr $clk_period * $clk_io_pct] -clock clk0 $non_clock_inputs
set_output_delay [expr $clk_period * $clk_io_pct] -clock clk0 [all_outputs]
==> design.v <==
`timescale 1ns / 1ps
`timescale 1ns / 1ps
`timescale 1ns / 1ps
`timescale 1ns / 1ps
`timescale 1ns / 1ps
module ram (
    input rst_i,
    input clk_i,
    input                   ram_stb_i, 
    input                   ram_cyc_i, 
    input                   ram_we_i,  
    input  [8-1:0] ram_sel_i, 
    input  [64-1:0] ram_adr_i, 
    input  [64-1:0] ram_dat_i, 
    output [64-1:0] ram_dat_o, 
    output                  ram_ack_o, 
    output                  ram_err_o
);
    parameter WORDS = 128;
    reg state = 0;
    reg [64-1:0] r_dat_o;
    reg r_ack = 1'h0;
    reg r_err = 1'h0;
    reg [64-1:0] memory [0:WORDS-1];
    assign ram_ack_o = ram_stb_i ? r_ack : 1'b0;
    assign ram_err_o = ram_stb_i ? r_err : 1'b0;
    assign ram_dat_o = r_dat_o;
    always @(posedge clk_i) begin
        if (rst_i) begin
            state <= 0;
            r_ack <= 1'h0;
            r_err <= 1'h0;
        end else begin
            case (state)
                0: begin
                    if (ram_stb_i) begin
                        state <= 1;
                        if ((ram_adr_i >> 3) >= WORDS) begin
                            r_ack <= 1'h0;
                            r_err <= 1'h1;
                        end else begin
                            if (ram_we_i) begin
                                memory[(ram_adr_i & 64'hffff) >> 3] <= ram_dat_i;
                            end else begin
                                r_dat_o <= memory[(ram_adr_i & 64'hffff) >> 3];
                            end
                            r_ack <= 1'h1;
                            r_err <= 1'h0;
                        end
                    end
                end
                1: begin
                    if (~ram_stb_i) begin
                        state <= 0;
                        r_ack <= 1'h0;
                        r_err <= 1'h0;
                    end
                end
            endcase
        end
    end
endmodule
==> reports/metrics.cfg <==
[critical_path]
worst_ep_required_time_ns = 89.68
cp_data_arrival_time_ns = 23.61
rr_worst_depth = 11
critPathLaunch = ram_stb_i
r2r_end = memory[108][21]$_DFFE_PP_
crit_top_cell = clkdlybuf4s50_1
r2r-start = state$_SDFF_PP0_
critPathMaxStageDelay_ns = 0.57
cp_slowest_cell = clkdlybuf4s50_1
path_class = in2out
crit_cells = 3
path_max_fanout = 7
start_kind = input port
endpoint = ram_err_o
crit_buf_inv = 2
path_cells = clkdlybuf4s50_1, and2_1, clkdlybuf4s50_1
crit_family = buffers and inverters
ff2ff_setup_slack_ns = 106.64
cp-end-kind = output port

[floorplan]
fp_util_pct = 50.3
chipArea_sq_mm = 0.632
rows = 290
ioPinCount = 207
core_area_sq_mm = 0.625
die_h_um = 795
die_w_um = 795

[timing]
finalSetupViolCount = 0
max_clock_freq_mhz = 21.7
hold_viol = 0
setup_tns_ns = 0
relSlewSlack_pct = 5.09
report.final.slew_viol_count = 0
whs_ns = 0.468
fin_skew_ns = 0.0609
layout_min_cycle_time_ns = 46.03
fin_crit_sh_pct = 41.1
worst_pin_slew_ns = 1.42
grt_setup_unrepaired = no

[grt]
grt_max_degree = 98
antenna_found_initial = 96
grtUsageTotal_pct = 40.0
grt_pass1_vias = 197000
grt_pass1_wl_um = 1550000
grt_overflow = 0

[drt]
drc = 0
routedWlPerCell_um = 40.2
drtIter0Drc = 16600
drt_wl_total_um = 1130000
vias = 191000
ant_nets = 0
dr.pass1.iters = 9
vias_per_cell = 6.76

[place]
place_hpwl_um = 671000
gp_congestion = 0.962
io_buffers = 194

[pwr]
p_leak_nw = 112
power.density_mw_per_mm2 = 18.0
ir_worst_vdd_mv = 0.0223

[clock_network]
cts_resized = 0
clock_latency_ns = 1.21
cts-htree-levels = 6
clock_tree.root_cell = clkbuf_16
clkSinkCount = 8259
ctsLongestPathBuffers = 4
cts_made_buffers = 819
clk_pin_slew_ns = 0.06
post-cts-setup-buffers = 0
cts_tree = built
cts_hold_repair.buffers = 0

[synth]
synthTopCellsByArea = edfxtp_1 79%, a221oi_1 3.5%, mux2i_1 1.9%
top_area_cell = edfxtp_1
synth_area_sq_mm = 0.314
synth_top_area_share_pct = 78.9
yosysUniqueCellTypes = 71
ys_cells = 18500
syn_avg_cell_area_sq_um = 17.0
ys_ff = 8259
ys_seq_share_pct = 78.9
yosys_area_sq_mm = 0.314
ys_dominant_reg_cell = edfxtp_1
synthCells = 18500
edf_count = 8256
ys_warn_count = 1
async_reset_ff_share_pct = 0

[final_layout]
drive_gt1_share_pct = 14.0
nFillCells = 46200
lay_top_cells = 8256 x edfxtp_1, 1248 x a221oi_1, 1201 x nand2_1
fin_util_pct = 56.9
lay_top_count = edfxtp_1
area_delta_synth_final_pct = 13.2

[min_path]
min_from = r_ack$_SDFFE_PP0P_
hp-class = reg2reg

[flow_run]
maxCapViolCount = 0
warnings = 38

[outcome]
status = finished clean

[per-stage QoR]
stage                     setup WS, ns  area, sq um  cells  power (W)
final                            66.07       356000  28200    0.00639
after CTS                        66.07       355000  28000    0.00640
after global placement           66.09       330000  26600    0.00380
after floorplan                  67.15       314000  18500    0.00363
after detailed placement         66.08       330000  26600    0.00380
after global routing             65.99       355000  28100    0.00654
[kinds of logic after synthesis]
logic type / count (synthesis) / share of synthesized area (%)
flops: 8259 / 78.9
compound gates: 5061 / 11.8
simple gates: 2745 / 3.70
buf+inv: 1470 / 2.04
mux: 936 / 3.53
xor+xnor: 1 / 0.00279
[power by group]
part           internal [W]  total [W]  switching, W  leakage, nW
combinational     0.0000876   0.000347      0.000260         25.8
clock               0.00147    0.00265       0.00118         12.5
sequential          0.00340    0.00340  0.0000000362         74.2
total               0.00496    0.00639       0.00144          112
[layout make-up]
| cell class | count | area, sq um | area share [%] |
|---|---|---|---|
| Sequential cell | 8259 | 248000 | 69.7 |
| Tap cell | 8322 | 10400 | 2.93 |
| Multi-Input combinational cell | 8743 | 61400 | 17.3 |
| Clock inverter | 456 | 4260 | 1.20 |
| Timing Repair Buffer | 1217 | 9760 | 2.74 |
| Inverter | 17 | 91.3 | 0.0257 |
| Antenna cell | 159 | 398 | 0.112 |
| Clock buffer | 1028 | 21400 | 6.01 |
[registers in the layout, indices dropped and copies added (netlist names)]
signal and count:
state 1, r_ack 1, r_err 1, r_dat_o 64, memory 8192
[layer usage]
| metal | track usage (%) | vias to the layer above | part of all wire [%] |
|---|---|---|---|
| met4 | 21.8 | 172 | 7.2 |
| met5 | 9.71 | - | 0.60 |
| met3 | 35.2 | 3251 | 21 |
| li1 | - | 77800 | - |
| met1 | 44.2 | 93500 | 28 |
| met2 | 52.1 | 15900 | 43 |
[worst register-to-register path: stages (launching register included)]
cell	delay, ns
dfxtp_1	0.35
nor4_1	0.32
nand4_1	0.13
nor4_1	0.46
and3_1	0.25
buf_4	0.32
nand2_2	0.09
buf_4	0.30
nor2_4	0.91
buf_4	0.61
buf_4	0.75
buf_4	0.59
[synth_stat cells, drive strengths merged, types with 21 or more instances]
library cell and instances:
or4 30, a22o 87, nor2 838, a211oi 73, o22ai 313, nand2 1225, mux2i 600, a21oi 767
a222oi 395, nand3 82, edfxtp 8256, buf 793, nor3 330, mux4 115, o21ai 773, clkbuf 660
a311oi 25, o221ai 67, o22a 21, a2111oi 58, nor2b 34, a221oi 1248, o211ai 50, a22oi 740
o31ai 33, a221o 126, nand4 56, o2bb2ai 36, mux2 221, a31oi 68, nor4 35
[how the worst min path moves through the flow]
stage                        end  cells past startpoint
CTS           r_ack$_SDFFE_PP0P_                      2
global route  r_ack$_SDFFE_PP0P_                      2
finish        r_ack$_SDFFE_PP0P_                      2
No activity file was given, so power comes from the tool's default toggle rates.
