--- /design/flow/constraint.sdc ---
current_design uart

set clk_period 6.8
set clk_io_pct 0.2

create_clock -name clk0 -period $clk_period [get_ports {clk_i}]

set non_clock_inputs [all_inputs -no_clocks]
set_input_delay [expr $clk_period * $clk_io_pct] -clock clk0 $non_clock_inputs
set_output_delay [expr $clk_period * $clk_io_pct] -clock clk0 [all_outputs]
--- /design/flow/run.sh ---
#!/bin/bash
# OpenROAD 26Q1-2900-gdf79404cd8, Yosys 0.63+post, stock flow scripts
make -C /OpenROAD-flow-scripts/flow DESIGN_CONFIG=/design/flow/config.mk WORK_HOME=/design/flow/orfs finish
--- /design/flow/design.v ---
`timescale 1ns / 1ps
`timescale 1ns / 1ps
`timescale 1ns / 1ps
`timescale 1ns / 1ps
module uart (
    input rst_i,
    input clk_i,
    input                   uart_stb_i, 
    input                   uart_cyc_i, 
    input                   uart_we_i,  
    input  [8-1:0] uart_sel_i, 
    input  [64-1:0] uart_adr_i, 
    input  [64-1:0] uart_dat_i, 
    output [64-1:0] uart_dat_o, 
    output                  uart_ack_o, 
    output                  uart_err_o,
    output [7:0] uart_out,
    input uart_rx_i,
    output uart_tx_o
);
    reg [64-1:0] r_dat_i;
    reg [64-1:0] r_dat_o;
    reg r_ack = 1'h0;
    reg r_err = 1'h0;
    reg [64-1:0] uart_ctrl;
    reg [1:0] uart_state = 0;
    reg [4:0] uart_rx_state = 0;
    reg uart_rx_sample_clk = 1'd0;
    reg [31:0] uart_rx_sample_counter = 32'd0;
    reg uart_rx_baud_clk = 1'd0;
    reg [31:0] uart_rx_baud_counter = 32'd0;
    reg uart_rx_baud_is_running = 1'd0;
    reg [7:0] uart_rx_buf = 8'h0;
    reg uart_rx_start = 1'b0;
    reg [3:0] uart_rx_bit_idx = 4'h0;
    reg uart_rx_data_ready = 1'b0;
    reg uart_last_rx = 1'b1;
    reg [4:0] uart_tx_state = 0;
    reg uart_tx_baud_clk = 1'd0;
    reg [31:0] uart_tx_baud_counter = 32'd0;
    reg [7:0] uart_tx_buf = 8'h0;
    reg [3:0] uart_tx_bit_idx = 4'h0;
    reg uart_tx_start = 1'd0;
    reg r_uart_tx = 1'd1;
    wire uart_tx_transmitting_data;
    assign uart_tx_transmitting_data =
        (uart_tx_state != 0) || uart_tx_start ? 1'b1 : 1'b0;
    reg [7:0] r_uart_out;
    assign uart_ack_o = uart_stb_i ? r_ack : 1'b0;
    assign uart_err_o = uart_stb_i ? r_err : 1'b0;
    assign uart_dat_o = r_dat_o;
    assign uart_tx_o = uart_tx_state == 0 ? 1'h1 : r_uart_tx;
    assign uart_out = r_uart_out;
    reg uart_rx_start_last;
    always @(posedge clk_i)
        uart_rx_start_last <= uart_rx_start;
    always @(posedge clk_i) begin
        if (rst_i) begin
            uart_rx_sample_clk <= 1'h0;
            uart_rx_sample_counter <= 32'h0;
            uart_rx_baud_clk <= 1'h0;
            uart_rx_baud_counter <= 32'h0;
            uart_rx_baud_is_running <= 1'd0;
            uart_tx_baud_clk <= 1'h0;
            uart_tx_baud_counter <= 32'h0;
        end else begin
            if (uart_rx_sample_counter < (868 / 32 / 2) - 1) begin
                uart_rx_sample_counter <= uart_rx_sample_counter + 1;
            end else begin
                uart_rx_sample_counter <= 32'h0;
                uart_rx_sample_clk <= ~uart_rx_sample_clk;
            end
            if (uart_rx_start_last == 1'b0 && uart_rx_start == 1'b1) begin
                uart_rx_baud_counter <= 32'd64;
                uart_rx_baud_clk <= 1'd0;
                uart_rx_baud_is_running <= 1'd1;
            end else begin
                if (uart_rx_baud_counter < (868 / 2) - 1) begin
                    uart_rx_baud_counter <= uart_rx_baud_counter + 1;
                end else begin
                    uart_rx_baud_counter <= 32'h0;
                    uart_rx_baud_clk <= ~uart_rx_baud_clk;
                end
            end
            if (uart_tx_baud_counter < (868 / 2) - 1) begin
                uart_tx_baud_counter <= uart_tx_baud_counter + 1;
            end else begin
                uart_tx_baud_counter <= 32'h0;
                uart_tx_baud_clk <= ~uart_tx_baud_clk;
            end
        end
    end
    always @(posedge clk_i) begin
        if (rst_i) begin
            r_ack <= 1'b0;
            r_err <= 1'b0;
            r_dat_o <= {64{1'h0}};
        end else begin
            case (uart_state)
                0: begin
                    if (uart_stb_i) begin
                        uart_state <= 1;
                        r_ack <= 1'b1;
                        r_err <= 1'b0;
                        if (uart_we_i) begin
                            case (uart_adr_i[7:0])
                                8'h00: begin
                                end  
                                8'h08: begin
                                    uart_ctrl <= uart_dat_i;
                                end  
                                8'h10: begin
                                    if (!uart_tx_transmitting_data) begin
                                        uart_tx_start <= 1'd1;
                                        uart_tx_buf <= uart_dat_i[7:0];
                                    end
                                end  
                                default: begin
                                    r_ack <= 1'b0;
                                    r_err <= 1'b1;
                                end
                            endcase
                        end else begin
                            case (uart_adr_i[7:0])
                                8'h00: begin
                                    r_dat_o <= {
                                        {62{1'h0}},
                                        uart_rx_data_ready,
                                        uart_tx_transmitting_data
                                    };
                                end  
                                8'h08: begin
                                    r_dat_o <= uart_ctrl;
                                end  
                                8'h10: begin
                                    r_dat_o <= { {56{1'h0}}, uart_rx_buf };
                                end  
                                default: begin
                                    r_ack <= 1'b0;
                                    r_err <= 1'b1;
                                end
                            endcase
                        end
                    end
                end  
                1: begin
                    if (~uart_stb_i) begin
                        uart_state <= 0;
                        r_ack <= 1'h0;
                        r_err <= 1'h0;
                    end
                end  
            endcase
            if (uart_tx_state != 0)
                uart_tx_start <= 1'd0;
        end
    end
    reg r_uart_rx, r_uart_rx_0;
    always @(posedge uart_rx_sample_clk)
        r_uart_rx_0 <= uart_rx_i;
    always @(posedge uart_rx_sample_clk)
        r_uart_rx <= r_uart_rx_0;
    always @(posedge uart_rx_sample_clk) begin
        if (uart_last_rx == 1'b1 && r_uart_rx == 1'b0) begin
            uart_rx_start <= 1'b1;
        end
        uart_last_rx <= r_uart_rx;
        if (uart_rx_state != 0)
            uart_rx_start <= 1'b0;
    end
    always @(posedge uart_rx_baud_clk) begin
        case (uart_rx_state)
            0: begin
                if (uart_rx_start) begin
                    uart_rx_data_ready <= 1'b0;
                    uart_rx_state <= 1;
                    uart_rx_bit_idx <= 4'h0;
                end
            end  
            1: begin
                if (uart_rx_bit_idx < 8) begin
                    uart_rx_bit_idx <= uart_rx_bit_idx + 1;
                    uart_rx_buf <= { r_uart_rx, uart_rx_buf[7:1] };
                end else begin
                    uart_rx_state <= 2;
                end
            end  
            2: begin
                uart_rx_state <= 0;
                uart_rx_data_ready <= 1'b1;
                r_uart_out <= uart_rx_buf;
            end  
        endcase
    end
    always @(posedge uart_tx_baud_clk) begin
        case (uart_tx_state)
            0: begin
                if (uart_tx_start) begin
                    uart_tx_state <= 1;
                    r_uart_tx <= 1'h0;
                    uart_tx_bit_idx <= 4'h0;
                end else begin
                    r_uart_tx <= 1'h1;
                end
            end  
            1: begin
                if (uart_tx_bit_idx < 8) begin
                    r_uart_tx <= uart_tx_buf[uart_tx_bit_idx+:1];
                    uart_tx_bit_idx <= uart_tx_bit_idx + 1;
                end else begin
                    uart_tx_state <= 2;
                    r_uart_tx <= 1'h1;
                end
            end  
            2: begin
                uart_tx_state <= 0;
            end  
        endcase
    end
endmodule
--- /design/flow/config.mk ---
export PLATFORM = sky130hd
export DESIGN_NAME = uart
export DESIGN_NICKNAME = uart
export VERILOG_FILES = /design/flow/design.v
export SDC_FILE = /design/flow/constraint.sdc
export NUM_CORES = 4
export LEC_CHECK = 1
export CORE_UTILIZATION = 40
==> notes.md <==
Implementation status.

- The flow ran to the end, and the final reports show no timing, DRC or antenna violations.
- The worst setup path is captured at an output pin.
- The TritonCTS buffer count is 25.
- The number of register pins that no clock reaches is 34.
- Sequential elements use 72.79% of the synthesized area.
- The starting DRC count in detailed routing is 319.
- The die is 151.7 µm wide.
- The total iterations of the first detailed-routing run is 4.
- The end-of-flow core utilization is 53.99%.
- The clock slew at the register clock pins of the worst setup and hold paths is 0.06 ns.
- The count of flip-flops with a built-in enable after synthesis is 104.
- The largest area contributor in the netlist is dfxtp_1.
- The number of buffers inserted to repair setup after CTS is 0.
- The proportion of netlist area held by the largest area contributor is 37.96%.
- The number of global-route vias before repair was 5086.
- The post-route netlist has 6.336% of its cells at a drive strength greater than 1.
- The transition time recorded at the tightest slew-check pin is 0.7974 ns.
- The final timing report lists a hold violation count of 0.
- The detailed router placed 5697 vias in this run.
- For this run, the leading register cell type out of synthesis is dfxtp_1.
- The post-synthesis async set-or-reset flop share is 0%.
- The number of I/O port buffers is 151.
- The tool warning count is 97.
- The height of the chip is 151.7 µm.
- The analysis reports a worst IR drop on VDD of 127.8 µV.
- Per the detail_route report, vias per standard cell equal 4.639.
- The number of H-tree levels is 1.
- On the critical path the data arrives at 2.53 ns.
- The leakage power is 4.198 nW.
- The power per unit of standard cell area is 248.2 mW/mm².
- Looking at the critical path, the highest net fanout was 4.
- The cell total in the yosys stat output is 705.
- The worst hold margin is 0.4470 ns.
- The overall routing resource usage is 15.76%.
- The final critical-path share of the clock period is 57.23%.
- Nets still carrying antenna violations after routing amount to 0.
- The type of the worst setup path is input port to output pin.
- The maximum root-to-sink buffer count is 3.
- The warning tally printed by Yosys for this design is 1.
- According to the hold report, the worst path is of the flip-flop to flip-flop type.
- The cell resize tally after clock tree synthesis is 0.
- For met3 alone, demand over resource in global routing was 3.481%.
- The post-synthesis to final-layout area growth is 31.82%.
- Per the CTS log, the root buffer master is clkbuf_16.
- Synthesis produced a netlist whose cell count is 705.
- The end-of-flow timing check tallies setup violations at 0.
- The sum of overflow across all layers after global routing is 0.
- TritonCTS built the clock tree.
- The placement row count is 54.
- Averaged over all synthesized cells, the footprint is 12.72 µm².
- 217 I/O pins were placed.
- The smallest clock period supported by the final layout is computed as 3.891 ns.
- Pins over their slew limit in the final report were tallied at 0.
- Setup repair after global routing left no endpoint under its margin.
- Between clock sinks in the finished design, the worst skew comes to 0.008814 ns.
- The synthesis report lists the most area-consuming cells as dfxtp_1 38%, edfxtp_1 35%, nand3_1 3.6%.
- Headroom to the max-slew limit came out at 46.73%.
- Global routing consumed, on the met1 layer, 25.72% of the routing resources.
- The mapped netlist covers 0.008966 mm².
- The largest net degree at the start of global routing is 60.
- The number of antenna violations at the first check in global routing is 0.
- The first global-routing pass estimated 26820 µm of wire.
- The global placement routability congestion is 0.7646.
- The global router reports that the layer with the highest usage is met1.
- The region available for standard cell placement spans 0.02189 mm².
- TritonRoute output was used to compute an average wire per cell of 14.46 µm.
- The number of remaining DRC errors is 0.
- According to the timing report, the data required time at the worst endpoint equals 5.44 ns.
- The report puts the hold buffer count at CTS at 0.
- The startpoint type of the worst setup path is an input port.
- As reported, the later end of the worst-skew pair has a clock insertion delay of 0.51 ns.
- The summed standard-cell area reported by yosys is 0.008966 mm².
- Across the run, the number of max-cap violations was 0.
- 75 endpoints have no timing constraint.
- Per the synthesis report, the number of distinct cell types is 43.
- After routing, the total negative slack on setup checks comes to 0 ns.
- In the floorplan report the effective utilization is 40.96%.
- The maximum operating frequency is 257.0 MHz.
- The half-perimeter wire length after placement is 11480 µm.
- Global routing used 23.18% of the available met2 tracks.
- After floorplanning, the die was sized to cover 0.02302 mm².
- Per the synth log, the flip-flop and latch total comes to 274.
- In the post-route report, total wirelength is listed as 17760 µm.
## placed cells by master, fill, tap and decap left out, types with 4 or more instances in the layout
master,count
nand2_1,72
o21ai_0,7
buf_4,7
clkdlybuf4s50_1,150
nor2b_1,6
xor2_1,7
edfxtp_1,104
nand3_1,64
conb_1,74
clkbuf_16,28
inv_1,18
nor4_1,20
clkinv_2,6
a211oi_1,6
clkbuf_8,4
xnor2_1,13
nor3_1,8
a311oi_1,6
dfxtp_1,170
a21oi_1,60
and3_1,6
nand4_1,6
ha_1,14
and2_1,9
nor2_1,38
## report_power, final
part	switching, mW	leakage, nW	internal [mW]
registers	0.0123	2.36	1.52
clock network	0.530	0.414	0.787
logic	0.0355	1.43	0.0490
## synth_stat cells, types with 6 or more instances
cell type / number
and2_1: 9
edfxtp_1: 104
a311oi_1: 6
a211oi_1: 6
xor2_1: 7
nand4_1: 6
buf_2: 8
nor2_1: 38
o21ai_0: 7
nand2_1: 72
ha_1: 14
a21oi_1: 60
nand3_1: 64
nor3_1: 9
dfxtp_1: 170
clkbuf_1: 15
xnor2_1: 13
inv_1: 18
nor4_1: 20
nor2b_1: 6
and3_1: 6
## sequential cells by signal, summed over array words and instances (netlist names), 4 cells and up
signal,flops
r_dat_o,64
r_uart_out,8
uart_ctrl,64
uart_rx_baud_counter,32
uart_rx_bit_idx,4
uart_rx_buf,8
uart_rx_sample_counter,32
uart_tx_baud_counter,32
uart_tx_bit_idx,4
uart_tx_buf,8
## final timing paths
kind                                 start  slack [ns]                  endpoint  cells after the start
hold / removal    r_dat_o[35]$_SDFFE_PP0P_        0.45  r_dat_o[35]$_SDFFE_PP0P_                      2
setup reg to reg   uart_state[0]$_DFFE_PP_        4.65  r_dat_o[22]$_SDFFE_PP0P_                      5
hold reg to reg   r_dat_o[35]$_SDFFE_PP0P_        0.45  r_dat_o[35]$_SDFFE_PP0P_                      2
setup / recovery                uart_stb_i        2.91                uart_err_o                      3
## metrics by stage
stage	instances	area [µm²]	setup WS, ns	power [mW]
6_report	1228	11820	2.909	2.933
5_1_grt	1227	11820	2.850	3.038
4_1_cts	1227	11820	2.914	2.977
3_5_place_dp	1183	11000	2.860	1.648
3_3_place_gp	1183	11000	2.875	1.646
2_1_floorplan	778	9246	0.2586	1.588
## cell type report
| type | count | area, µm² |
|---|---|---|
| well taps | 280 | 350.3 |
| flip-flops and latches | 274 | 6526 |
| clock inverters | 9 | 53.80 |
| repair buffers | 158 | 1559 |
| diodes | 1 | 2.502 |
| fillers | 1865 | 10070 |
| inverters | 18 | 67.56 |
| multi-input cells | 453 | 2492 |
| clock buffers | 35 | 767.0 |
## routing by layer
layer	part of all wire, %	vias to the layer above	wire [µm]
met5	0	-	0
met4	1.5	0	272
met3	6.5	20	1157
met2	46	142	8131
met1	46	2662	8197
li1	-	2873	-
## cell families (layout without fill, tap and decap cells)
group	count (synthesis)	count (layout)	synth area share [%]
adders and majority gates	14	14	1.954
other	1	75	0.04182
DFF	274	274	72.79
buffers and inverters	51	220	2.791
muxes	8	8	1.214
and+or+nand+nor	244	244	13.19
AOI/OAI and AO/OA	93	93	6.070
xor gates and xnor gates	20	20	1.954
## worst max-delay path, stage by stage
cell and delay (ns):
clkdlybuf4s50_1 0.53, and2_1 0.14, clkdlybuf4s50_1 0.50
Power is estimated from default activity; no workload was simulated.
