### /design/flow/run.sh
#!/bin/bash
# OpenROAD 26Q1-2900-gdf79404cd8, Yosys 0.63+post, stock flow scripts
make -C /OpenROAD-flow-scripts/flow DESIGN_CONFIG=/design/flow/config.mk WORK_HOME=/design/flow/orfs finish
### /design/flow/config.mk
export PLATFORM = sky130hd
export DESIGN_NAME = rom
export DESIGN_NICKNAME = rom
export VERILOG_FILES = /design/flow/design.v
export SDC_FILE = /design/flow/constraint.sdc
export NUM_CORES = 4
export LEC_CHECK = 1
export CORE_AREA = 10 10 90 90
export DIE_AREA = 0 0 100 100
### /design/flow/constraint.sdc
current_design rom

set clk_period 7.9
set clk_io_pct 0.2

create_clock -name clk0 -period $clk_period [get_ports {clk_i}]

set non_clock_inputs [all_inputs -no_clocks]
set_input_delay [expr $clk_period * $clk_io_pct] -clock clk0 $non_clock_inputs
set_output_delay [expr $clk_period * $clk_io_pct] -clock clk0 [all_outputs]
### /design/flow/design.v
`timescale 1ns / 1ps
`timescale 1ns / 1ps
`timescale 1ns / 1ps
`timescale 1ns / 1ps
`timescale 1ns / 1ps
module rom (
    input rst_i,
    input clk_i,
    input                   rom_stb_i, 
    input                   rom_cyc_i, 
    input                   rom_we_i,  
    input  [8-1:0] rom_sel_i, 
    input  [64-1:0] rom_adr_i, 
    input  [64-1:0] rom_dat_i, 
    output [64-1:0] rom_dat_o, 
    output                  rom_ack_o, 
    output                  rom_err_o
);
    parameter INSTRUCTIONS = 128;
    parameter GRANULE = 8;
    reg state = 0;
    reg [64-1:0] r_dat_o;
    reg r_ack = 1'h0;
    reg r_err = 1'h0;
    assign rom_ack_o = rom_stb_i ? r_ack : 1'b0;
    assign rom_err_o = rom_stb_i ? r_err : 1'b0;
    assign rom_dat_o = r_dat_o;
    always @(*) begin
        casex (rom_adr_i)
16'h0000: r_dat_o = 64'h0287800010001018;  
16'h0008: r_dat_o = 64'h1687800000008000;  
16'h0010: r_dat_o = 64'h0286c01002000010;  
16'h0018: r_dat_o = 64'h02804000000002a0;  
16'h0020: r_dat_o = 64'h1a07c00000000020;  
16'h0028: r_dat_o = 64'h028680000004e200;  
16'h0030: r_dat_o = 64'h0c86800000000020;  
16'h0038: r_dat_o = 64'h084fc1fffffffff0;  
16'h0040: r_dat_o = 64'hff00000000000000;  
16'h0048: r_dat_o = 64'h0407360000000000;  
16'h0050: r_dat_o = 64'h0a87000000000000;  
16'h0058: r_dat_o = 64'h084fc1ffffffffe8;  
16'h0060: r_dat_o = 64'h0606c20000000010;  
16'h0068: r_dat_o = 64'h1d00000000000000;  
            default:  r_dat_o = 64'hfe00000000000000;  
        endcase
    end
    always @(posedge clk_i) begin
        if (rst_i) begin
            state <= 0;
            r_ack <= 1'h0;
            r_err <= 1'h0;
        end else begin
            case (state)
                0: begin
                    if (rom_stb_i) begin
                        state <= 1;
                        if (rom_we_i) begin
                            r_ack <= 1'h0;
                            r_err <= 1'h1;
                        end else begin
                            r_ack <= 1'h1;
                            r_err <= 1'h0;
                        end
                    end
                end
                1: begin
                    if (~rom_stb_i) begin
                        state <= 0;
                        r_ack <= 1'h0;
                        r_err <= 1'h0;
                    end
                end
            endcase
        end
    end
endmodule
==> results.tsv <==
metric	value	unit
rows	29	
async_flop_share	0	%
critPathCaptureType	primary output	
dieHeight	100	µm
topCombFamilyByArea	simple AND/OR/NAND/NOR gates	
startpoint_type	input port	
path_class	input port to primary output	
r2r_cells	3	
grt_max_degree	28	
fa_ha_area_share	0	%
path_clk_slew	0.03	ns
ys_cells	162	
area_growth	103	%
io_pins	207	
synth_flop_count	3	
cts_tree	done	
core_util_floorplan	16.7	%
cts_resized	0	
p_total	117	µW
cap_violations	0	
power_density	55.2	mW/mm²
slew_viol_final	0	
maxSlewHeadroom	47.3	%
root_buffer	clkbuf_8	
min_path_cells	2	
cp_max_fo	23	
hold_viol	0	
rsz0062_at_grt	no	
grt_pass1_wl	7.60	mm
yosysWarnings	1	
warning_count	98	
power_leakage	0.000724	µW
antenna_cells	0	
cpLargestDelayFamily	simple AND/OR/NAND/NOR gates	
status	complete, no violations	
cp_cell_sequence	clkdlybuf4s50_1 > nor4_1 > nand4_1 > or4_1 > nor4_1 > clkdlybuf4s50_1	
drive_above_1_share	3.64	%
ys_seq_share	5.74	%
drtPass1Iterations	4	
chipArea	0.0100	mm²
antenna_left	0	
layout_top_cells	clkdlybuf4s50_1 (127), nor2_1 (18), nor4_1 (17)	
period_used_share	78.9	%
setup_tns	0	ns
final_util	33.9	%
antenna_found_initial	0	
cp.depth	6	
synth-compound-area-share	14.6	%
cts_htree_levels	1	
mux_area_share	0	%
xor_area_share	3.35	%
hpwlAfterDp	4.29	mm
critPathSlowestCell	or4_1	
cp_num_buf_inv	2	
arrival	4.66	ns
vias	1415	
dieWidth	100	µm
wl	4.82	mm
ctsHoldBuffers	0	
syn-cell-area	0.00105	mm²
vdd_drop_max	0.000105	V
synth_chip_area	0.00105	mm²
cts_max_path_buffers	2	
grt_pass1_vias	1543	
post_cts_buffers	0	
setup_viol	0	
max_stage_delay	0.92	ns
layout_min_cycle_time	6.24	ns
fmax	0.160	GHz
worstSkewPairLatency	0.22	ns
clkSinkCount	3	
drt-initial-drc-count	93	
fin_skew	0.00135	ns
io_buffers	127	
grt_util_all_layers	9.10	%
gp_congestion	0.784	
drc_errors	0	
synthCells	162	
hold_class	flop to flop	
core_area	0.00628	mm²
wl_per_cell	14.9	µm
netlist-cell-type-count	36	
lay_top_count	clkdlybuf4s50_1	
ff_type	dfxtp_1	
overflow	0	
worst_slew_pin_slew	0.791	ns
critPathRequiredTime	6.32	ns
viasPerCell	4.37	
ys_sh_simple	40.6	%
cts_buffers	3	
edf_count	0	
synth_area_per_cell	6.46	µm²
cells in the mapped netlist (4+ instances only):
cell / count / share of area (%)
buf_4: 41 / 29
nor2_1: 18 / 6.5
nor4_1: 17 / 10
a21oi_1: 9 / 4.3
clkbuf_1: 6 / 2.2
nand3_1: 6 / 2.9
o21ai_0: 6 / 2.9
nand2_1: 5 / 1.8
nand2b_1: 5 / 3.0
and2_1: 4 / 2.4
metal layers:
metal / track usage (%) / vias to the layer above / wire (µm)
met1: 9.16 / 596 / 1710
li1: - / 697 / -
met2: 14.0 / 122 / 1940
met3: 9.16 / 0 / 1170
met5: 0 / - / 0
met4: 0.109 / 0 / 0
final cells by class:
| cell class | count | area, µm² |
|---|---|---|
| clock buffer | 4 | 45.0 |
| fill | 646 | 4150 |
| inverter | 3 | 11.3 |
| multi-input combinational | 109 | 634 |
| sequential | 3 | 60.1 |
| tap | 77 | 96.3 |
| timing repair buffer | 128 | 1280 |
logic make-up after synthesis:
group                  count (synthesis)
AND-OR/OR-AND                         25
XOR/XNOR                               4
buffers and inverters                 55
flip-flops                             3
other                                  1
AND/OR/NAND/NOR                       74
stage by stage:
step / cell area (µm²) / hold slack, ns / std cells / setup slack [ns]
3_3_place_gp: 2080 / 0.443 / 320 / 1.58
5_1_grt: 2130 / 0.491 / 324 / 1.44
6_report: 2130 / 0.464 / 324 / 1.66
3_5_place_dp: 2080 / 0.455 / 320 / 1.60
4_1_cts: 2130 / 0.464 / 324 / 1.60
2_1_floorplan: 1060 / 0.426 / 167 / 2.50
flip-flops by register name (all words and copies together) (netlist names):
register / cells
r_err: 1
state: 1
r_ack: 1
worst reg2reg max path, delay by kind of cell (launching register included):
| family | cells | cell delay (ns) |
|---|---|---|
| and+or+nand+nor | 1 | 0.05 |
| xor gates and xnor gates | 1 | 0.14 |
| DFF | 1 | 0.32 |
| AOI/OAI and AO/OA | 1 | 0.17 |
path summary, 6_finish.rpt:
| kind | start | endpoint | slack, ns |
|---|---|---|---|
| setup / recovery | rom_adr_i[30] | rom_dat_o[42] | 1.66 |
| hold / removal | r_err$_SDFFE_PP0P_ | r_err$_SDFFE_PP0P_ | 0.46 |
| setup reg to reg | state$_SDFF_PP0_ | r_ack$_SDFFE_PP0P_ | 7.11 |
| hold reg to reg | r_err$_SDFFE_PP0P_ | r_err$_SDFFE_PP0P_ | 0.46 |
report_power, final:
part | internal [µW] | switching, µW
logic | 37.0 | 19.4
registers | 16.1 | 0.431
clock network | 34.4 | 10.1
